==> ./design.v <==
module top(
    input wire clk,                     
    input wire btn_start_stop,          
    input wire btn_direction_control,   
    input wire btn_speed,               
    output wire in1,
    output wire in2,
    output wire in3,
    output wire in4,
    output wire led,
    output wire led1,
    output wire led2,
    output wire led3
    );
reg [14:0] counter_speed1 = 0;     
reg [19:0] counter_speed2 = 0;     
reg led_state = 0;                
reg [3:0]motor_out = 1;           
always @(posedge clk) begin
    if(btn_speed) begin
        if (counter_speed1 == 1000) begin
            counter_speed1 <= 0;
            led_state <= ~led_state;  
        end
        else begin
            counter_speed1 <= counter_speed1 + 1;
        end
    end
    else begin
        if (counter_speed2 == 67500) begin
            counter_speed2 <= 0;
            led_state <= ~led_state;  
        end
        else begin
            counter_speed2 <= counter_speed2 + 1;
        end
    end
end
    assign led = (counter_speed1 < 1000) ? led_state : 1'b0;
    always @(posedge led_state)
    begin
        if(btn_start_stop == 1)begin
            if(btn_direction_control)begin
                motor_out <= {motor_out[2:0],motor_out[3]};    
            end
            else begin
                motor_out <= {motor_out[0], motor_out[3:1]};   
            end
        end
         else begin
             motor_out <= motor_out;              
         end
    end
    assign in1 = motor_out[0];               
    assign in2 = motor_out[1];               
    assign in3 = motor_out[2];               
    assign in4 = motor_out[3];               
    assign led1 = btn_start_stop;            
    assign led2 = btn_direction_control;     
    assign led3 = btn_speed;                 
endmodule
==> ./run.sh <==
#!/bin/bash
# OpenROAD 26Q1-2900-gdf79404cd8, Yosys 0.63+post, stock flow scripts
make -C /OpenROAD-flow-scripts/flow DESIGN_CONFIG=/design/flow/config.mk WORK_HOME=/design/flow/orfs finish
==> ./config.mk <==
export PLATFORM = sky130hd
export DESIGN_NAME = top
export DESIGN_NICKNAME = top
export VERILOG_FILES = /design/flow/design.v
export SDC_FILE = /design/flow/constraint.sdc
export NUM_CORES = 4
export LEC_CHECK = 1
export CORE_UTILIZATION = 50
==> ./constraint.sdc <==
current_design top

set clk_period 4.0
set clk_io_pct 0.2

create_clock -name clk0 -period $clk_period [get_ports {clk}]

set non_clock_inputs [all_inputs -no_clocks]
set_input_delay [expr $clk_period * $clk_io_pct] -clock clk0 $non_clock_inputs
set_output_delay [expr $clk_period * $clk_io_pct] -clock clk0 [all_outputs]
==> flow_summary.json <==
{
  "grt_use_met2_pct": 24.5,
  "max_freq_mhz": 357,
  "syn_inst": 183,
  "power_leakage_nw": 0.807,
  "cts_inserted_buffers": 5,
  "rsz0062_at_grt": "false",
  "cp-end-kind": "output port",
  "ant_nets": 0,
  "antenna_cells": 0,
  "vias": 1366,
  "worstPathCellList": "or3_1 -> nor3_1 -> o211a_1 -> clkdlybuf4s50_1",
  "rows": 23,
  "grt-ovfl-total": 0,
  "globalRoute.busiestLayer": "met1",
  "edf_count": 40,
  "hold_path.class": "register to register",
  "p_int_uw": 606,
  "cts-root-buf": "clkbuf_8",
  "crit_slowest_cell": "clkdlybuf4s50_1",
  "insertion_delay_ps": 280,
  "crit_fanout": 3,
  "crit_family": "simple AND/OR/NAND/NOR gates",
  "crit_arrival_ps": 2000,
  "routed_wl_mm": 3.38,
  "drive_gt1_share_pct": 10.5,
  "antenna_found_initial": 0,
  "switchingPower_uw": 190,
  "relSlewSlack_pct": 48.4,
  "wl_per_cell_um": 13.5,
  "placed_cells": 242,
  "swShare_pct": 23.8,
  "post_cts_buffers": 0,
  "h-tree-depth": 2,
  "slew_violations": 0,
  "drt-initial-drc-count": 62,
  "fp_util_pct": 52.8,
  "areaGrowthSynthToFinish_pct": 11.2,
  "max_stage_delay_ps": 450,
  "first_pass_iters": 4,
  "grt_use_total_pct": 17.9,
  "p_comb_share_pct": 9.3,
  "cts.repair.resized": 0,
  "fin_crit_ps": 2800,
  "ys_seq_elements": 40,
  "avgViaCountPerCell": 5.46,
  "critPathRequiredTime_ps": 3200,
  "cts_buffer_depth": 2,
  "gp_congestion": 0.857,
  "cts_tree": "done",
  "hpwl_mm": 2.47,
  "ys_cells": 183,
  "crit_type": "register to output port",
  "multiInputGateArea_um2": 885,
  "ys_area_um2": 2140,
  "drc": 0,
  "io_buffers": 11,
  "power_density_nw_per_um2": 334,
  "setup-violations-final": 0,
  "grt_pass1_wl_mm": 5.73,
  "warning_count": 27,
  "finClkSkew_ps": 6.71,
  "yosysSeqAreaShare_pct": 56.1,
  "async_flop_share_pct": 0,
  "clk_pin_slew_ps": 70,
  "pin_count": 12,
  "tightest_slew_ps": 773,
  "unclocked_regs": 4,
  "clockPowerShare_pct": 30.0,
  "min_period_over_period_pct": 70.1,
  "power.share.sequential_pct": 60.7,
  "hold_violations": 0,
  "grt_max_degree": 21,
  "num-fill-cells": 325,
  "synthFlopType": "edfxtp_1",
  "core_um2": 4060,
  "fp.dieH_um": 67.5,
  "dieWidth_um": 67.5,
  "syn_avg_cell_area_um2": 11.7,
  "yosysWarnings": 1,
  "chipArea_um2": 4550,
  "untimed_endpoints": 12,
  "maxCapViolations": 0,
  "ys_types": 33,
  "peakVddDrop_mv": 0.194,
  "cts_hold_buffers": 0,
  "flop_area_um2": 1200,
  "cp-start-kind": "register",
  "finalSetupTns_ps": 0,
  "grt_pass1_vias": 1289,
  "status": "completed",
  "syn_area_um2": 2140,
  "crit_buf_inv": 1,
  "layout.cells.non_filler": 250,
  "met1_usage_pct": 31.7,
  "met3_usage_pct": 5.14
}
-- cell usage in the layout (no fill, tap or decap), types with 2 or more instances in the layout --
master           Yosys  routed
edfxtp_1            40      40
nor2_1              24      24
xnor2_1             21      21
nand3_1             14      14
nand2_1             13      13
clkdlybuf4s50_1      0      11
inv_1                9       9
nor3_1               8       8
xor2_1               8       8
nand4_1              6       6
clkbuf_8             0       5
nor4_1               4       4
mux2_2               4       4
ha_1                 4       4
nor2b_1              3       3
or3_1                2       2
o31ai_1              2       2
or2_2                2       2
clkinv_2             0       2
-- sequential cells by signal, indices dropped and copies added, names as in the netlist --
register	flops
counter_speed1	15
counter_speed2	20
led_state	1
motor_out	4
-- cells by family (layout without fill, tap and decap cells) --
logic type	after synthesis	in the layout	share of synthesized area, %
compound gates	6	6	2.04
fa+ha+maj	4	4	2.34
flops	40	40	56.1
xor+xnor	29	29	11.9
mux	4	4	2.10
simple gates	88	88	23.0
buf+inv	12	29	2.63
-- metrics by stage --
step | cell area (um^2) | power [mW] | worst slack (ps) | utilization [%] | hold slack (ps)
2_1_floorplan | 2140 | 0.538 | 2100 | - | 551
3_3_place_gp | 2300 | 0.562 | 1340 | 56.7 | 574
3_5_place_dp | 2300 | 0.565 | 1320 | 56.7 | 581
4_1_cts | 2380 | 0.808 | 1190 | 58.7 | 603
5_1_grt | 2380 | 0.837 | 1120 | 58.7 | 609
6_report | 2380 | 0.796 | 1200 | 58.7 | 602
-- power groups by stage --
| stage | Combinational, mW | Sequential (mW) | Clock (mW) |
|---|---|---|---|
| 6_report | 0.0740 | 0.483 | 0.239 |
| 4_1_cts | 0.0749 | 0.482 | 0.250 |
| 5_1_grt | 0.0835 | 0.488 | 0.266 |
-- path summary, 6_finish.rpt --
check	from	end	slack (ps)	cells past startpoint
max	counter_speed1[13]	led	1200	4
min	counter_speed2[19]	counter_speed2[19]	600	1
max reg2reg	counter_speed1[13]	counter_speed1[6]	2050	4
min reg2reg	counter_speed2[19]	counter_speed2[19]	600	1
-- Yosys cell counts, types with 2 or more instances --
master	count	area (um^2)
buf_4	3	22.5
or2_2	2	12.5
edfxtp_1	40	1200
nand3_1	14	70.1
nand4_1	6	37.5
o31ai_1	2	15.0
inv_1	9	33.8
or3_1	2	12.5
nor3_1	8	40.0
xor2_1	8	70.1
nand2_1	13	48.8
mux2_2	4	45.0
nor4_1	4	25.0
xnor2_1	21	184
nor2b_1	3	18.8
nor2_1	24	90.1
ha_1	4	50.1
-- area by class of cell --
class | instances | area share, %
clock buffers | 5 | 2.89
clock inverters | 3 | 0.578
inverters | 9 | 1.42
multi-input cells | 131 | 37.1
flip-flops and latches | 40 | 50.4
well taps | 50 | 2.63
repair buffers | 12 | 4.94
-- metal layers --
metal / share of wire [%] / up-vias
li1: - / 692
met1: 51 / 632
met2: 42 / 37
met3: 5.4 / 5
met4: 1.6 / 0
met5: 0 / -
Power is estimated from default activity; no workload was simulated.
